==> ./design.v <==
module ring_counter (clk, init, count);
   input clk, init;
   output reg [7:0] count;
   always @ (posedge clk)
    begin
       if (init) count = 8'b100000000;
        else begin
                 count <= count << 1;
                 count[0] <= count[7];
          end
    end
endmodule
==> ./run.sh <==
#!/bin/bash
# OpenROAD 26Q1-2900-gdf79404cd8, Yosys 0.63+post, stock flow scripts
make -C /OpenROAD-flow-scripts/flow DESIGN_CONFIG=/design/flow/config.mk WORK_HOME=/design/flow/orfs finish
==> ./config.mk <==
export PLATFORM = sky130hd
export DESIGN_NAME = ring_counter
export DESIGN_NICKNAME = ring_counter
export VERILOG_FILES = /design/flow/design.v
export SDC_FILE = /design/flow/constraint.sdc
export NUM_CORES = 4
export LEC_CHECK = 1
export CORE_AREA = 10 10 70 70
export DIE_AREA = 0 0 80 80
==> ./constraint.sdc <==
current_design ring_counter

set clk_period 1.0
set clk_io_pct 0.2

create_clock -name clk0 -period $clk_period [get_ports {clk}]

set non_clock_inputs [all_inputs -no_clocks]
set_input_delay [expr $clk_period * $clk_io_pct] -clock clk0 $non_clock_inputs
set_output_delay [expr $clk_period * $clk_io_pct] -clock clk0 [all_outputs]
==> results.json <==
{
  "status": "completed",
  "critPathMaxStageDelay_ns": 0.31,
  "yosysCellCount": 16,
  "reg_top3": "count x8",
  "clock_pin_slew_reported_for_the_worst_setup_and_hold_paths_after_clock_tree_synthesis_ns": 0.05,
  "synthDominantAreaCellType": "sky130_fd_sc_hd__dfxtp_1",
  "clockPowerShare_pct": 41.8,
  "postCtsSetupBuffers": 0,
  "combPwrFrac_pct": 1.4,
  "post_cts_hold_buffer_count": 0,
  "register_containing_the_most_flip_flops_in_the_final_layout": "count",
  "detail_route.antenna_diodes": 0,
  "syn2layout_area_growth_pct": 82.1,
  "viasPerCell": 1.93,
  "critPathMaxFanout": 2,
  "lay_top_count": "sky130_fd_sc_hd__nor2b_1",
  "yosys-top-cells-area": "sky130_fd_sc_hd__dfxtp_1 76%, sky130_fd_sc_hd__nor2b_1 24%",
  "maxUsedRoutingLayer": "met4",
  "placedInstanceArea_um2": 358,
  "synth.lib_cells_used.distinct": 2,
  "postCtsResizedCells": 22,
  "path_cells": "clkdlybuf4s15_1",
  "top_area_share_pct": 76.2,
  "cts_sinks": 8,
  "drive_above_1_share_pct": 35.7,
  "yosys_warnings": 2,
  "antenna_violating_nets_post_route": 0,
  "crit-reg2reg-capture": "count[3]$_SDFF_PP0_",
  "layout.cells.most_common_list": "8 x sky130_fd_sc_hd__nor2b_1, 7 x sky130_fd_sc_hd__clkdlybuf4s15_1, 6 x sky130_fd_sc_hd__dfxtp_2, 3 x sky130_fd_sc_hd__clkbuf_4, 2 x sky130_fd_sc_hd__dfxtp_1",
  "wire_length_the_detailed_router_placed_on_met1_um": 229,
  "wl_met3_um": 50,
  "max-slew-margin-rel_pct": 81.7,
  "syn-cell-area_um2": 210,
  "tritoncts.num_buffers": 3,
  "timing.critical_path.arrival_ns": 0.74,
  "sequential_fraction_of_the_synthesis_area_pct": 76.2,
  "placed_cells": 71,
  "tool_warnings": 25,
  "drc": 0,
  "detail_route.iter0.violations": 0,
  "num_rows": 21,
  "dr.pass1.iters": 1,
  "reg2reg_setup_slack_ns": 0.45,
  "vdd.ir_drop.worst_mv": 0.201,
  "timing.critical_path.buf_inv": 1,
  "hold_path_startpoint": "count[6]$_SDFF_PP0_",
  "floorplan.io_pins": 10,
  "min_path_cells": 1,
  "dieArea_um2": 6400,
  "ff2ff_path_depth": 1,
  "die_height_um": 80,
  "power.switching_fraction_pct": 18.3,
  "powerDensity_nw_per_um2": 1470,
  "synth-seq-cells": 8,
  "wire_length_of_the_first_global_routing_pass_um": 903,
  "met2WireLength_um": 273,
  "wl_per_cell_um": 7.62,
  "fin_crit_sh_pct": 94.1,
  "cp_slowest_cell": "sky130_fd_sc_hd__dfxtp_1",
  "grt_antenna_before_repair": 0,
  "layout.cell_area.non_filler_um2": 383,
  "io_buffers": 9,
  "clock_insertion_delay_worst_skew_ns": 0.24,
  "power.internal_uw": 459,
  "critical_path.startpoint_type": "register",
  "chipWidth_um": 80,
  "crit-reg2reg-launch": "count[2]$_SDFF_PP0_",
  "largest_register_ff_count": 8,
  "required_time_worst_endpoint_ns": 0.80,
  "vias": 143,
  "maxClockFrequency_mhz": 1060,
  "period_minus_slack_ns": 0.941,
  "power.net_switching_uw": 103,
  "clock_root_cell": "sky130_fd_sc_hd__clkbuf_4",
  "tritoncts": "done",
  "report.final.slew_viol_count": 0,
  "synthCells": 16,
  "globalRoute.totalOverflow": 0,
  "fin_skew_ns": 0.00116,
  "worst_slew_pin_slew_ns": 0.274,
  "critPathCaptureType": "primary output",
  "synth.yosys.chip_area_um2": 210,
  "final_core_util_pct": 11.2,
  "core_region_area_um2": 3420,
  "rsz_0062_raised_after_global_routing": "false",
  "sequential_share_of_power_pct": 56.8,
  "final_hold_viol_count": 0,
  "layout.cells.non_filler": 74,
  "max_cap_violations": 0,
  "drt_wl_total_um": 564,
  "cts_max_level": 1,
  "number_of_global_route_vias_before_repair": 178,
  "hold_slack_ns": 0.457,
  "grt_start_max_net_pins": 9,
  "finalSetupViolCount": 0,
  "holdPathEnd": "count[7]$_SDFF_PP0_",
  "path_delay_family": "flip-flops",
  "grt_util_all_layers_pct": 1.90,
  "initial_core_util_pct": 6.15,
  "syn_avg_cell_area_um2": 13.1,
  "min-delay-path-class": "register to register",
  "clock_path_buffers": 2,
  "critical_path_class": "register to primary output",
  "p_leak_nw": 0.140,
  "gp_congestion": 0.687
}
cells in the mapped netlist:
library cell / instances
sky130_fd_sc_hd__dfxtp_1: 8
sky130_fd_sc_hd__nor2b_1: 8
power groups by stage:
stage	Clock (mW)	Combinational, mW	Sequential [mW]
after global routing	0.264	0.00898	0.318
final	0.235	0.00798	0.319
after CTS	0.250	0.00825	0.319
how the worst max path moves through the flow:
stage                  startpoint        to  depth (start not counted)
global route  count[6]$_SDFF_PP0_  count[6]                          1
CTS           count[6]$_SDFF_PP0_  count[6]                          1
finish        count[6]$_SDFF_PP0_  count[6]                          1
stage by stage:
step	TNS (ns)	power, mW	worst slack, ns
2_1_floorplan	0	0.326	0.510
3_3_place_gp	-0.298	0.334	-0.0448
3_5_place_dp	-0.341	0.334	-0.0479
4_1_cts	0	0.577	0.0287
5_1_grt	0	0.591	0.00206
6_report	0	0.562	0.0591
logic make-up after synthesis:
group / after synthesis / synth area share, %
simple gates: 8 / 23.8
flops: 8 / 76.2
per-layer routing:
metal | vias up | GRT usage [%]
met5 | - | 0
met4 | 0 | 0.880
met3 | 2 | 1.36
met2 | 4 | 2.97
met1 | 64 | 1.88
li1 | 73 | -
layout make-up:
cell class	count	area, um^2
clock buffer	3	22.5
tap	46	57.6
sequential	8	168
timing repair buffer	9	85.1
multi-input combinational	8	50.0
fill	404	3030
Power and IR drop assume default switching activity.
