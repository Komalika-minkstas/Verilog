## /design/flow/design.v

```verilog
module counter (mode, clr, ld, d_in, clk, count);
    input mode, clr, ld, clk;
    input [0:7] d_in;
    output reg [0:7] count;
    always @ (posedge clk)
      if (ld)        count <= d_in;
      else if (clr)  count <= 0;
      else if (mode) count <= count + 1;
      else           count <= count - 1;
endmodule
```

## /design/flow/run.sh

```bash
#!/bin/bash
# OpenROAD 26Q1-2900-gdf79404cd8, Yosys 0.63+post, stock flow scripts
make -C /OpenROAD-flow-scripts/flow DESIGN_CONFIG=/design/flow/config.mk WORK_HOME=/design/flow/orfs finish
```

## /design/flow/config.mk

```make
export PLATFORM = sky130hd
export DESIGN_NAME = counter
export DESIGN_NICKNAME = counter
export VERILOG_FILES = /design/flow/design.v
export SDC_FILE = /design/flow/constraint.sdc
export NUM_CORES = 4
export LEC_CHECK = 1
export CORE_AREA = 10 10 77 77
export DIE_AREA = 0 0 87 87
```

## /design/flow/constraint.sdc

```tcl
current_design counter

set clk_period 2.8
set clk_io_pct 0.2

create_clock -name clk0 -period $clk_period [get_ports {clk}]

set non_clock_inputs [all_inputs -no_clocks]
set_input_delay [expr $clk_period * $clk_io_pct] -clock clk0 $non_clock_inputs
set_output_delay [expr $clk_period * $clk_io_pct] -clock clk0 [all_outputs]
```

==> flow_metrics.py <==
# Metrics from the implementation run
metrics = {
    "status": {
        "status": "completed",
    },
    "final_timing": {
        "fin_skew_ns": 0.00294,
        "setup_viol": 0,
        "slew_viol_final": 0,
        "fmax_ghz": 0.409,
        "hold_viol_final": 0,
        "setup_ws_ns": 0.354,
        "period_minus_slack_ns": 2.45,
        "fin_setup_tns_ns": 0,
        "relSlewSlack_pct": 67.1,
        "rsz0062_at_grt": "false",
        "tightest_slew_ns": 0.493,
        "period_used_pct": 87.3,
    },
    "clocking": {
        "cts_buffers": 3,
        "cts.htree.levels": 1,
        "hold_buffers": 0,
        "clkLatencyLatePin_ns": 0.23,
        "clkSlewWorstSetupHoldPaths_ns": 0.04,
        "cts_tree": "yes",
        "cts_resized": 0,
        "clkSinkCount": 8,
        "cts_setup_buffers": 0,
        "cts_root_buf": "clkbuf_8",
        "cts_buffer_depth": 2,
    },
    "floorplan": {
        "die_h_um": 87,
        "chipArea_sq_um": 7570,
        "boundaryPins": 20,
        "rows": 24,
        "core-area_sq_um": 4350,
        "dieWidth_um": 87,
        "fp_util_pct": 12.3,
    },
    "drt": {
        "vias": 539,
        "wl_per_cell_um": 12.7,
        "firstDrtPassIters": 4,
        "viasPerCell": 4.11,
        "drt_wl_total_mm": 1.67,
        "drtIter0Drc": 18,
        "drcViolationCount": 0,
        "diodes": 0,
        "postRouteAntennaNets": 0,
    },
    "power": {
        "powerDensity_nw_per_um2": 520,
        "power_frac_clock_pct": 32.7,
        "ir_drop_mv": 0.138,
        "p_leak_nw": 0.330,
        "p_comb_share_pct": 35.1,
        "power_frac_seq_pct": 32.2,
        "switchingPower_mw": 0.123,
        "power_switching_share_pct": 28.5,
        "power.internal_mw": 0.307,
    },
    "layout": {
        "final_layout_size_suffix_gt1_share_pct": 7.59,
        "top_regs": "count x8",
        "largest_register": "count",
        "area_growth_pct": 54.8,
        "largest_register_ff_count": 8,
    },
    "grt": {
        "first_global_vias": 527,
        "grt_max_degree": 14,
        "grt_usage_pct": 4.42,
        "grt_pass1_wl_mm": 2.70,
        "antenna_found_initial": 0,
        "grt_overflow": 0,
    },
    "place": {
        "place.port_buffers": 19,
        "pre_cts_ws_ns": 0.139,
        "place.gp.congestion": 0.917,
        "hpwlAfterDp_mm": 1.34,
    },
    "critical_path": {
        "end_kind": "register",
        "cp.arrival_ns": 2.56,
        "cp_slowest_cell": "clkdlybuf4s50_1",
        "path_cells": "clkdlybuf4s50_1, inv_1, ha_1, nor2b_4, o21ai_2, a21oi_1, or3_1, a32o_1",
        "startpoint_type": "input port",
        "path_max_fanout": 6,
        "required_ns": 2.92,
        "reg2regPathDepth": 7,
        "criticalPathCategory": "input port to register",
        "cp_slowest_stage_delay_ns": 0.54,
    },
    "flow_run": {
        "maxCapViolations": 0,
        "warnings": 25,
    },
    "logic_synthesis": {
        "syn_inst": 58,
        "ys_chip_area_sq_um": 534,
        "ys_cells": 58,
        "ys_types": 28,
        "synth.avg_cell_area_sq_um": 9.21,
        "ys_seq_share_pct": 30.0,
        "synth_area_sq_um": 534,
        "ys_warn_count": 1,
        "ys_seq_elements": 8,
    },
    "worst_hold_path": {
        "min-delay-path-class": "register to register",
        "whs_path_depth": 2,
    },
}
-- layout by cell type (no fill, tap or decap), types with 2 or more instances in the layout --
cell	Yosys	routed
clkbuf_8	0	3
a21o_1	3	3
o21ai_1	2	2
a21oi_1	2	2
dfxtp_1	8	8
xnor2_1	2	2
nor2_1	3	3
a32o_1	2	2
inv_1	3	3
clkdlybuf4s50_1	0	19
o21ai_0	2	2
a22o_1	2	2
nand2_1	5	5
o41ai_1	2	2
o31ai_1	2	2
ha_1	6	6
-- layer usage --
metal  global-route usage [%]  up-vias  wire [um]
met5                        0        -          0
met4                    0.736        0         19
met3                     1.51        2        133
met2                     6.66       30        779
met1                     6.04      247        739
li1                         -      260          -
-- path summary, 6_finish.rpt --
kind	from	endpoint	slack, ns
worst max-delay path	mode	count[1]$_DFF_P_	0.35
worst min-delay path	count[7]$_DFF_P_	count[7]$_DFF_P_	0.60
worst max register to register	count[7]$_DFF_P_	count[1]$_DFF_P_	1.06
worst min register to register	count[7]$_DFF_P_	count[7]$_DFF_P_	0.60
-- worst max-delay path: cells and delay by family --
| kind | cells | cell delay, ns |
|---|---|---|
| and+or+nand+nor | 2 | 0.46 |
| AOI/OAI and AO/OA | 3 | 0.47 |
| buffers and inverters | 2 | 0.70 |
| adders and majority gates | 1 | 0.38 |
-- cells by family (layout without fill, tap and decap cells) --
family	after synthesis	in the layout	synth area share (%)
AOI/OAI and AO/OA	22	22	30.9
xor gates and xnor gates	3	3	4.92
adders and majority gates	7	7	17.8
buffers and inverters	4	25	2.81
DFF	8	8	30.0
and+or+nand+nor	14	14	13.6
-- final cells by class --
| cell class | count | area (sq um) |
|---|---|---|
| Clock buffer | 3 | 41.3 |
| Fill cell | 474 | 3530 |
| Inverter | 3 | 11.3 |
| Multi-Input combinational cell | 46 | 359 |
| Sequential cell | 8 | 160 |
| Tap cell | 52 | 65.1 |
| Timing Repair Buffer | 19 | 190 |
-- through the flow --
stage | hold slack, ns | instance area [sq um] | utilization (%) | cells | power (mW)
CTS | 0.613 | 827 | 19.0 | 131 | 0.435
finish | 0.598 | 827 | 19.0 | 131 | 0.430
global placement | 0.593 | 786 | 18.0 | 128 | 0.289
floorplan | 0.535 | 534 | - | 58 | 0.226
detailed placement | 0.603 | 786 | 18.0 | 128 | 0.291
global route | 0.659 | 827 | 19.0 | 131 | 0.460
-- power groups by stage --
stage,combinational (mW),clock [mW],sequential (mW)
after CTS,0.151,0.144,0.140
after global routing,0.167,0.153,0.141
final,0.151,0.141,0.139
-- synth_stat cells --
master	instances	area [sq um]
nand2_1	5	18.8
fa_1	1	20.0
xnor2_1	2	17.5
o21bai_1	1	7.51
o21ai_2	1	8.76
a21oi_1	2	10.0
or3_1	1	6.26
o21ai_0	2	10.0
o41ai_1	2	17.5
a21o_1	3	22.5
nor2b_1	1	6.26
nand3_1	1	5.00
o21ai_1	2	10.0
a31oi_1	1	6.26
clkbuf_1	1	3.75
a32o_1	2	20.0
a22o_1	2	17.5
dfxtp_1	8	160
a211oi_2	1	12.5
o31ai_1	2	15.0
nand2b_1	1	6.26
ha_1	6	75.1
xor2_1	1	8.76
nor2b_4	1	13.8
a211oi_1	1	7.51
nor3_1	1	5.00
nor2_1	3	11.3
inv_1	3	11.3
Power is estimated from default activity; no workload was simulated.
