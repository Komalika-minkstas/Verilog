$ cat flow/config.mk
export PLATFORM = sky130hd
export DESIGN_NAME = sequence_detector
export DESIGN_NICKNAME = sequence_detector
export VERILOG_FILES = /design/flow/design.v
export SDC_FILE = /design/flow/constraint.sdc
export NUM_CORES = 4
export LEC_CHECK = 1
export CORE_AREA = 10 10 70 70
export DIE_AREA = 0 0 80 80
$ cat flow/run.sh
#!/bin/bash
# OpenROAD 26Q1-2900-gdf79404cd8, Yosys 0.63+post, stock flow scripts
make -C /OpenROAD-flow-scripts/flow DESIGN_CONFIG=/design/flow/config.mk WORK_HOME=/design/flow/orfs finish
$ cat flow/design.v
module sequence_detector(input x,clk,reset, output reg z);
	parameter S0=0, S1=1, S2=2, S3=3;
	reg [0:1] PS,NS;
	always @(posedge clk or posedge reset) begin
		if(reset) PS<= S0;
		else PS<=NS;
	end
	always @(PS,x) begin
		case(PS)
			S0: begin
				z= 0;
				NS = x ? S1 : S0;
				end
			S1: begin
				z=0;
				NS =x ? S1: S2;
				end
			S2: begin
				z=0;
				NS = x ? S3 : S0;
				end
			S3: begin
				z= x ? 0 : 1;
				NS= x ? S1 : S2;
				end
		endcase
	end
endmodule
$ cat flow/constraint.sdc
current_design sequence_detector

set clk_period 1.2
set clk_io_pct 0.2

create_clock -name clk0 -period $clk_period [get_ports {clk}]

set non_clock_inputs [all_inputs -no_clocks]
set_input_delay [expr $clk_period * $clk_io_pct] -clock clk0 $non_clock_inputs
set_output_delay [expr $clk_period * $clk_io_pct] -clock clk0 [all_outputs]
==> impl_metrics.toml <==
# flow metrics
[detailed_routing]
drc = 0
detailedRoute.firstPassIterationCount = 1
antenna-diode-count = 0
route.detailed.vias_per_inst = 1.55
num_vias = 101
drt-initial-drc-count = 0
route.detailed.wl_per_inst_um = 4.45
final_antenna_net_count = 0
finalWirelength_um = 289

[synthesis]
synthesized_area_fraction_occupied_by_ao_oa_aoi_and_oai_cells_pct = 19.7
top_cells_by_area = "dfrtp_1 (51%), dfstp_2 (18%), o21ba_2 (14%)"
synth.ff_latch_count = 4
synth_sequential_area_ratio_pct = 69.2
post_synth_instance_area_um2 = 146
synthCells = 10
synth.cellmix.xorXnorShare_pct = 0
synthFlopType = "dfrtp_1"
synth.top_cells.by_count = "dfrtp_1 (3), o21ba_2 (2)"
yosys-mux-area-fraction_pct = 0
asyncSetResetFlopFracSynth_pct = 100
yosys-dominant-comb-family = "AND-OR/OR-AND gates"
post_synth_fa_ha_maj_area_fraction_pct = 0
synth-warning-count = 1
mean_instance_size_in_the_synthesized_netlist_um2 = 14.6
yosys-stat-cells = 10
netlist.top_cell.by_instances = "dfrtp_1"
yosysTopAreaCell = "dfrtp_1"
share_of_yosys_cell_area_claimed_by_the_top_area_cell_type_pct = 51.3
synth_chip_area_um2 = 146
synth.cellmix.simpleShare_pct = 8.55
synth.lib_cells_used.distinct = 7
count_of_library_flops_with_an_enable_pin = 0

[run]
stage_log_warnings = 25
max_cap_viol_count = 0

[layout]
synthToLayoutAreaGrowth_pct = 87.2
layout_top_registers = "PS: 4 flops"
final_util_pct = 8.02
drive_gt1_share_pct = 42.1
largest_reg_flops = 4
register_bank_with_the_most_flops = "PS"
nFillCells = 404

[pwr]
irDropWorstVdd_v = 0.000119
power_leakage_nw = 0.110
power-per-cell-area_mw_per_mm2 = 1190

[place]
count_of_port_buffers_added_during_placement = 3
gpl.final_weighted_congestion = 0.567
pre_cts_slack_ps = -281

[clock_network]
cts.root.buffer_cell = "clkbuf_4"
cts-hold-fix-buffers = 0
clk_pin_slew_ps = 40
ctsLongestPathBuffers = 2
tritoncts_num_sinks = 4
insertion_delay_ps = 230
h-tree-depth = 1
cts_made_buffers = 3
clock_tree_from_tritoncts = "built"

[global_routing]
grt.total_usage_pct = 0.997
first_pass_grt_wire_length_um = 448
grt_antenna_before_repair = 0
overflow = 0
grt_max_degree = 5
via_count_of_the_first_global_routing_pass = 130

[sta]
fin_hold_ws_ps = 182
final.period_utilization_pct = 94.4
timing.slew.headroom_pct = 90.3
tightest_slew_ps = 146
rsz0062_at_grt = "no"
fin_worst_setup_slack_ps = 67.0
slew_viol_final = 0
finalClockSkew_ps = 9.57
finalHoldViolCount = 0
clock.fmax_ghz = 0.883
finalWorstPathRequiredPeriod_ps = 1130
final-setup-viol-count = 0

[floorplanning]
die_y_um = 80
fp_util_pct = 4.29
design.portCount = 4
die.size.x_um = 80
core_region_area_mm2 = 0.00342
placement_rows = 21
floorplan.die_area_mm2 = 0.00640

[worst_setup_path]
cp_slowest_stage_delay_ps = 370
crit-reg2reg-capture = "PS[2]"
timing.critical_path.fanout_max = 2
worst_r2r_path_depth = 2
r2r_setup_slack_ps = 290
timing.critical_path.required_ps = 960
setup.worst_path.end_class = "primary output"
worst_setup_path_start_kind = "register"
critPathKind = "register to primary output"
critPathArrivalTime_ps = 890
slowest_stage = "dfrtp_1"
worst_r2r_startpoint = "PS[3]"
critical_path.cell_chain = "nor2b_1, clkdlybuf4s15_1"

[min_path]
holdCritPathClass = "input port to async pin"

[outcome]
status = "completed"
-- stage by stage --
step           area (um2)  TNS [ps]  power (mW)  instances
6_report              274         0       0.326         65
4_1_cts               274         0       0.337         65
3_3_place_gp          249      -297       0.151         61
2_1_floorplan         146         0       0.141         10
5_1_grt               274         0       0.353         65
3_5_place_dp          249      -281       0.152         61
-- per-layer routing --
layer  share of wire (%)  up-vias  track usage [%]
li1                    -       50                -
met1                  35       48            0.668
met2                  45        3             1.28
met3                  20        0             1.48
met4                   0        0            0.704
met5                   0        -                0
-- logic make-up after synthesis --
group | Yosys count
compound gates | 3
simple gates | 2
buf+inv | 1
flops | 4
-- timing repair --
item | 4_1_cts | 5_1_grt
resized | 3 | 0
hold endpoints to repair | 0 | 0
setup buffers | 0 | 0
endpoints found under the setup margin | 1 | 0
-- cell usage in the layout (no fill, tap or decap) --
cell type and n:
clkbuf_1 1, dfstp_2 1, dlygate4sd2_1 1, clkdlybuf4s50_1 1
dfrtp_1 3, inv_1 1, clkbuf_4 3, clkdlybuf4s15_1 1
and2_1 1, buf_4 2, nor2b_1 1, o31a_1 1
o21ba_2 2
-- final cells by class --
cell class                 instances  area [um2]  area share, %
tap                               46        57.6           21.0
clock buffer                       4        26.3           9.59
multi-input combinational          5        41.3           15.1
sequential                         4         101           37.0
inverter                           1        3.75           1.37
timing repair buffer               5        43.8           16.0
-- power by group --
group          internal [mW]  total (mW)  switching [mW]
Sequential             0.136       0.136               0
Clock                  0.125       0.178          0.0532
Combinational        0.00793      0.0129         0.00493
-- worst max-delay path: cells and delay by family (launching register included) --
| kind | cells | cell delay (ps) |
|---|---|---|
| buf+inv | 1 | 170 |
| flops | 1 | 370 |
| simple gates | 1 | 120 |
-- worst max path at each step --
stage / start / end / slack (ps)
CTS: PS[3] / z / 50
global route: PS[3] / z / 20
finish: PS[3] / z / 70
Power and IR drop assume default switching activity.
